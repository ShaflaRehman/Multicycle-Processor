<file path="flow/design.v">
`timescale 1ns / 1ps
module ALU (
input clk, 
    input [31:0] pc_out, input[25:0] jump_address,
    input alusrcA, input [1:0] alusrcB,
	 input  [15:0] immediate ,
    input [31:0] read_data1,
    input [31:0] read_data2,
    input [3:0] alu_control,
    output reg [31:0] alu_out,
	 output reg [31:0] alu_result,
	 output [31:0] sign_extend, output reg zero_flag, output reg [31:0]  sign_extend_jump 
);
reg [27:0]jump_shift;
always@(*)
begin
jump_shift=jump_address<<2;
   sign_extend_jump={ pc_out[31:28], jump_shift};
	end
reg [31:0] operand1;
reg [31:0] operand2;
assign 	  sign_extend= { {16{immediate[15]}} , immediate[15:0]};  
always @(* )
begin
case (alusrcA)
  1'b0: operand1= pc_out;
  1'b1: operand1= read_data1;
  endcase
  case (alusrcB)
  2'b00: operand2= read_data2;
  2'b01: operand2= 1;
  2'b10: operand2=sign_extend;
  2'b11: operand2=sign_extend_jump;
  endcase
  case(alu_control)
        4'b0010: alu_result = operand1 + operand2;
        4'b0110: begin 
		  alu_result = operand1 - operand2;
		  if(alu_result==0)
					zero_flag=1;
					else
					zero_flag=0;
		  end
        4'b0000: alu_result = operand1 & operand2;
        4'b0001: alu_result = operand1 | operand2;
        default: alu_result= 32'b0;
    endcase
  end
  always@(posedge clk)
  alu_out<=alu_result;
  begin
  end
endmodule
</file>
<file path="flow/run.sh">
#!/bin/bash
# OpenROAD 26Q1-2900-gdf79404cd8, Yosys 0.63+post, stock flow scripts
make -C /OpenROAD-flow-scripts/flow DESIGN_CONFIG=/design/flow/config.mk WORK_HOME=/design/flow/orfs finish
</file>
<file path="flow/config.mk">
export PLATFORM = sky130hd
export DESIGN_NAME = ALU
export DESIGN_NICKNAME = ALU
export VERILOG_FILES = /design/flow/design.v
export SDC_FILE = /design/flow/constraint.sdc
export NUM_CORES = 4
export LEC_CHECK = 1
export CORE_AREA = 10 10 165 165
export DIE_AREA = 0 0 175 175
</file>
<file path="flow/constraint.sdc">
current_design ALU

set clk_period 31.0
set clk_io_pct 0.2

create_clock -name clk0 -period $clk_period [get_ports {clk}]

set non_clock_inputs [all_inputs -no_clocks]
set_input_delay [expr $clk_period * $clk_io_pct] -clock clk0 $non_clock_inputs
set_output_delay [expr $clk_period * $clk_io_pct] -clock clk0 [all_outputs]
</file>
==> changes_impl.md <==
## Flow update

* Ys Warns at 1
* Worst-path fanout max at 22
* Remaining routing DRC violations at 0
* Crit path from: alusrcB[1]
* Total gr overflow at 0
* Initial antenna violation count at 0
* GRT Overall Usage at 0.1769
* Flop area at 655.6 µm²
* Yosys stat chip area at 0.007142 mm²
* Relative slew margins at 0.4438
* Worst Path Arrival at 11530 ps
* Worst VDD drop at 0.01945 mV
* Average cell area after synthesis at 7.178 µm²
* Commonest Layout Cell: clkdlybuf4s50_1
* H-Tree Depth at 2
* # hold bufs at CTS at 0
* Filler cells at 2451
* Minimum clock period at 17730 ps
* Root buffer cell: clkbuf_16
* # port buffers at 272
* Layout area overhead at 36.69%
* RSZ-0062 raised after global routing: no
* TritonRoute pass-1 iters at 7
* GP Congestion at 0.9524
* Post-synth EDFFs at 0
* Register pins left without a clock at 1
* Die area at 0.03063 mm²
* CTS max path bufs at 2
* FP Core Util at 0.3034
* CP bufs+invs at 4
* Cell Type Count at 75
* Crit. End Element: output pin
* Fmax at 56.39 MHz
* Via Count at 7427
* Setup bufs post-CTS at 0
* Endpoints left unconstrained at 2
* Comb area at 0.005394 mm²
* Largest net degree at the start of global routing at 39
* Chip height at 175 µm
* CP startpoint kind: primary input
* Largest stage delay, worst path at 600 ps
* Power per cell area at 31.20 mW/mm²
* Worst Tran Pin Value at 828.7 ps
* Worst-path cell chain: clkdlybuf4s50_1 > buf_4 > and2_1 > buf_4 > a21o_1 > ha_1 > nor3_2 > a2111oi_2 > o31a_1 > or3_4 > nand4_4 > a311oi_1 > o21ai_0 > xnor2_1 > a21oi_1 > a221o_1 > clkdlybuf4s50_1
* CTS tree: done
* Ys flop type: dfxtp_1
* Final setup viols at 0
* Layout cell share with drive strength beyond 1 at 0.05484
* Final Max Slew Viols at 0
* Number of cells on the critical path at 17
* Post-Route Setup TNS at 0 ps
* WS Path Type: in -> out
* I/O pin cnt at 275
* ANT cells at 0
* Core area at 0.02354 mm²
* Max Cap Viol at 0
* Synthesized instance count at 995
* DRT iter0 DRCs at 491
* Fin util at 0.4146
* Min-delay src: alusrcA
* TritonCTS Buffers at 5
* Routed Antenna Nets at 0
* Log Warnings at 89
* Status: finished, final reports clean
* Crit path max-delay family: AND-OR/OR-AND gates
* HPWL after DPL at 22540 µm
* Hold EP: alu_out[28]$_DFF_P_
* FFs w/ async S/R, synth at 0
* Synth Register Bits at 33
* Final hold viol count at 0
* Via density at 4.998
* Final wirelength at 28090 µm
* Row count at 56
* First-pass GRT wire length at 43330 µm
* Hold Path Class: in -> reg
* CTS clk-pin slew, worst paths at 60 ps
* Cell at the slowest stage of the critical path: a311oi_1
* Area of the mapped netlist at 0.007142 mm²
* Leak at 4.225 nW
* Post-layout period usage at 0.5720
* Vias in the first global route at 7351
* Hold Path Depth at 5
* DR WL/cell at 18.90 µm
* Crit path DRT at 24800 ps
* # Cells Yosys at 995
* Post_cts resized at 0
* Die X at 175 µm
* Most frequent cells in the layout: clkdlybuf4s50_1, a21oi_1, inv_1
-- Yosys cell counts (all sizes together), types with 7 or more instances --
cell type | instances | share of area
xor2 | 7 | 0.0086
buf | 83 | 0.083
nor4 | 14 | 0.012
o221ai | 32 | 0.041
nand2 | 64 | 0.034
and2 | 7 | 0.0061
nor2 | 90 | 0.048
clkbuf | 37 | 0.019
o21ai | 40 | 0.028
nor2b | 12 | 0.011
inv | 97 | 0.051
ha | 96 | 0.17
xnor2 | 34 | 0.042
a21o | 44 | 0.046
nand4 | 7 | 0.0082
mux2i | 28 | 0.039
a211oi | 7 | 0.0091
nor3 | 21 | 0.015
mux2 | 29 | 0.046
o31ai | 7 | 0.0074
o21bai | 10 | 0.011
dfxtp | 32 | 0.090
a31oi | 7 | 0.0061
a21oi | 100 | 0.071
or3 | 7 | 0.0068
nand3 | 12 | 0.0084
-- power breakdown --
group	total, W	internal (W)	switching (W)
clock network	0.0000553	0.0000322	0.0000231
logic	0.000203	0.0000957	0.000108
registers	0.0000459	0.0000449	0.000000982
total	0.000305	0.000173	0.000132
-- worst min-delay path, cell delays in order --
cell and delay [ps]:
buf_2 220, mux2_2 310, ha_1 180, nand2_1 60, o221ai_1 110
-- worst max-delay path by stage --
stage,to,slack [ps]
CTS,alu_result[29],13330
global route,alu_result[29],12910
finish,alu_result[29],13270
-- state kept, by name, indices dropped and copies added (netlist names) --
register   cells
alu_out       32
zero_flag      1
-- area by class of cell --
type / count / share of cell area
multi-input cells: 744 / 0.5526
repair buffers: 283 / 0.2863
flip-flops and latches: 33 / 0.06716
well taps: 319 / 0.04089
inverters: 99 / 0.03807
clock buffers: 8 / 0.01500
-- through the flow --
| step | setup slack, ps | total power (W) | hold slack [ps] | instances | cell area, µm² |
|---|---|---|---|---|---|
| 6_report | 13270 | 0.0003046 | 6836 | 1486 | 9762 |
| 4_1_cts | 13330 | 0.0003067 | 6835 | 1486 | 9762 |
| 2_1_floorplan | 14830 | 0.0001771 | 6458 | 996 | 7146 |
| 3_3_place_gp | 13390 | 0.0002499 | 6875 | 1478 | 9615 |
| 3_5_place_dp | 13340 | 0.0002488 | 6873 | 1478 | 9615 |
| 5_1_grt | 12910 | 0.0003301 | 6875 | 1486 | 9762 |
-- per-layer routing --
metal | vias up | track usage | part of all wire
li1 | 3762 | - | -
met1 | 3374 | 0.2526 | 0.48
met2 | 272 | 0.2829 | 0.45
met3 | 19 | 0.02978 | 0.059
met4 | 0 | 0.01943 | 0.013
met5 | - | 0 | 0
-- cell families after synthesis --
family,after synthesis,share of synthesized area
AND-OR/OR-AND,291,0.2735
AND/OR/NAND/NOR,255,0.1708
buffers and inverters,219,0.1543
adder cells (fa/ha/maj),98,0.1738
multiplexers,57,0.08497
XOR/XNOR,41,0.05028
flip-flops,32,0.08970
other,1,0.0005251
latches,1,0.002102
Power and IR drop assume default switching activity.
