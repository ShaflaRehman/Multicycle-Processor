==> design/flow/design.v <==
`timescale 1ns / 1ps
module RegFile( input regdst,input [4:0] rs, input [4:0] rt, input [31:0] write_data, 
input [31:0] memory_data , input MemtoReg , input RegWrite,
input [4:0] rd, output reg [31:0] read_data1  , output [31:0] read_data3, 
output reg [31:0] read_data2 , input clk);
parameter N=32;
parameter DEPTH=32;
reg [4:0] destination_register;
reg [N-1:0] regmemory [DEPTH-1:0]; 
	initial begin
		regmemory [0] = 32'h23456341;  
		regmemory [1] = 32'h20006341;
		regmemory [2] = 32'h00114560;
		regmemory [3] = 32'h23670000;
		regmemory [4] = 32'h00000001;
		regmemory [5] = 32'h20089701;
		regmemory [6] = 32'h20012301;
		regmemory [7] = 32'h29840001;
		regmemory [8] = 32'h00000001;
		regmemory [9] = 32'h00000001;
		regmemory [10] = 32'h00000001;
		end
		always@(*)
		begin
	  read_data1= regmemory[rs];
    read_data2= regmemory[rt];	
	 end 
always @(*)
begin
    case(regdst)
        1'b1: destination_register<=rd;
		   1'b0: destination_register<=rt;
    endcase
end
always @(posedge clk)
begin
    case(RegWrite)
        1'b1: begin
		  case(MemtoReg)
		  1'b1: begin 
		  regmemory[destination_register]=memory_data;	
		  end
		  1'b0:
		  begin
		  regmemory[destination_register]=write_data;
		  end
		  endcase	
end
endcase
end		
assign read_data3= regmemory[destination_register];	
endmodule
==> design/flow/run.sh <==
#!/bin/bash
# OpenROAD 26Q1-2900-gdf79404cd8, Yosys 0.63+post, stock flow scripts
make -C /OpenROAD-flow-scripts/flow DESIGN_CONFIG=/design/flow/config.mk WORK_HOME=/design/flow/orfs finish
==> design/flow/config.mk <==
export PLATFORM = sky130hd
export DESIGN_NAME = RegFile
export DESIGN_NICKNAME = RegFile
export VERILOG_FILES = /design/flow/design.v
export SDC_FILE = /design/flow/constraint.sdc
export NUM_CORES = 4
export LEC_CHECK = 1
export CORE_UTILIZATION = 40
==> design/flow/constraint.sdc <==
current_design RegFile

set clk_period 30.1
set clk_io_pct 0.2

create_clock -name clk0 -period $clk_period [get_ports {clk}]

set non_clock_inputs [all_inputs -no_clocks]
set_input_delay [expr $clk_period * $clk_io_pct] -clock clk0 $non_clock_inputs
set_output_delay [expr $clk_period * $clk_io_pct] -clock clk0 [all_outputs]
==> impl_metrics.csv <==
group,metric,value,unit
outcome,status,"finished, final reports clean",
flow_run,cap_violations,0,
global_route,overflow,0,
cts,htreeDepth,3,
cts,ctsResizeCount,0,
worst_setup_path,critPathMostFrequentCell,"buf_4",
floorplanning,fp_util,40.53,%
worst_setup_path,cp_max_fo,40,
global_route,grt_pass1_wl,277300,um
synthesis,post_synth_num_cell_types,34,
global_route,gr-usage-all-layers,30.85,%
power_and_ir_drop,p_leak,20.72,nW
cts,cts_buffer_depth,3,
worst_setup_path,path_delay_family,"buffers and inverters",
worst_setup_path,critical_path.endpoint_type,"output pin",
power_and_ir_drop,clockPowerShare,40.1,%
placement,io_buffer_count,178,
synthesis,ys_cells,3326,
timing,hold_viol_final,0,
floorplanning,io_pins,179,
timing,tightest_slew,0.9092,ns
synthesis,area_leaders,"edfxtp_1 (56%), mux4_2 (24%), mux2i_1 (7.1%), a22oi_1 (2.6%), a21oi_1 (1.7%)",
min_path,min_to,"regmemory[8][19]$_DFFE_PP_",
routing,avgRoutedWirePerCell,37.03,um
routing,vias,35800,
synthesis,synthCells,3326,
synthesis,netlist_area,0.05517,mm^2
layout,syn_to_final_growth,14.58,%
synthesis,synth_top_cell_by_area,"edfxtp_1",
layout,drive_above_1_share,27.49,%
worst_setup_path,slowest_stage,"buf_4",
placement,hpwl,111300,um
routing,drtPass1Iterations,6,
synthesis,ys_ff,1024,
cts,cts_buffers,112,
power_and_ir_drop,netSwitchingFraction,24.79,%
routing,via_per_inst,6.709,
floorplanning,fp.dieH,373.4,um
synthesis,synth_warnings,1,
global_route,grt_max_degree,109,
power_and_ir_drop,comb_power_share,13.1,%
power_and_ir_drop,p_int,2.602,mW
layout,num-fill-cells,11444,
power_and_ir_drop,ir_drop,0.05001,mV
power_and_ir_drop,total_power,3.459,mW
cts,cts_tree,"done",
worst_setup_path,critPathBufInv,7,
power_and_ir_drop,pwr_density_cell,54.72,mW/mm^2
floorplanning,core_area,0.1361,mm^2
worst_setup_path,cp.required,24.08,ns
routing,drt_iter0_drc,2378,
timing,slew_headroom,38.09,%
worst_setup_path,worstPathCellList,"buf_8 > buf_4 > buf_4 > buf_4 > buf_4 > buf_4 > mux4_2 > mux4_2 > o21a_1 > clkdlybuf4s50_1",
synthesis,ys_area,0.05517,mm^2
min_path,hp-class,"input port to register",
min_path,min_from,"write_data[19]",
routing,wl,197600,um
worst_setup_path,cp.arrival,11.51,ns
timing,setup_viol,0,
flow_run,openroad.warnings,29,
worst_setup_path,startpoint_type,"input port",
timing,period_used_share,58.24,%
timing,slew_violations,0,
worst_setup_path,max_stage_delay,0.66,ns
cts,hold_buffers,0,
layout,comb_area,0.02363,mm^2
min_path,whs_path_depth,2,
timing,final.min_clock_period,17.53,ns
floorplanning,die_x,373.4,um
floorplanning,dieArea,0.1394,mm^2
global_route,grt_pass1_vias,38313,
cts,postCtsSetupBuffers,0,
cts,path_clk_slew,0.06,ns
timing,clock.fmax,57.04,MHz
timing,setup_tns,0,ns
layout,largest_reg_flops,1024,
timing,rsz0062_at_grt,"no",
floorplanning,row_count,135,
layout,seqCellArea,0.03075,mm^2
synthesis,ys_seq_share,55.73,%
routing,detail_route.drc_violations,0,
cts,root_buffer,"clkbuf_16",
routing,antenna_left,0,
synthesis,top_area_share,55.73,%
synthesis,post_synth.cell_area_avg,16.59,um^2
cts,cts.sinks,1024,
global_route,grt_antenna_before_repair,4,
worst_setup_path,worst-setup-path-type,"input port to output pin",
placement,place_congestion,0.9082,
power_and_ir_drop,pwr-share-seq,46.8,%
power_and_ir_drop,p_sw,857.6,uW
==> layout make-up <==
type                    instances  area share, %
multi-input cells            1999          37.37
flip-flops and latches       1024          48.64
well taps                    1781          3.525
clock buffers                 142          4.611
clock inverters                65          1.160
diodes                          4        0.01583
repair buffers                318          4.655
inverters                       3        0.01781
==> layer usage <==
| layer | track usage [%] | routed length, um |
|---|---|---|
| met1 | 35.58 | 61070 |
| met5 | 1.647 | 246 |
| met2 | 42.82 | 87960 |
| met3 | 25.58 | 38660 |
| met4 | 11.24 | 9645 |
==> logic make-up after synthesis <==
group	count (synthesis)	synth area share [%]
AND-OR/OR-AND	585	6.846
buffers and inverters	303	2.397
flip-flops	1024	55.73
multiplexers	1004	31.37
AND/OR/NAND/NOR	410	3.656
==> power groups by stage <==
stage	Sequential (mW)	Clock, mW	Combinational (mW)
5_1_grt	1.62	1.45	0.480
4_1_cts	1.62	1.40	0.453
6_report	1.62	1.39	0.454
==> how the worst max path moves through the flow <==
stage / from / endpoint / slack [ns] / cells past startpoint
after CTS: rt[0] / read_data2[26] / 12.39 / 10
after global routing: rt[0] / read_data2[26] / 12.14 / 10
final: rt[0] / read_data2[26] / 12.57 / 10
==> metrics by stage <==
stage	hold slack, ns	instance area, um^2	cells	worst slack (ns)	utilization (%)
after floorplan	6.544	55170	3326	15.85	-
after global placement	7.117	59560	5125	12.40	43.75
after detailed placement	7.124	59560	5125	12.40	43.75
after CTS	6.322	63210	5332	12.39	46.43
after global routing	6.383	63210	5333	12.14	46.43
final	6.356	63220	5336	12.57	46.44
==> synthesized netlist by cell type <==
library cell,n
nand2_1,241
and4_1,1
a21oi_1,184
nor4_1,1
and4b_1,3
buf_4,8
nor2b_1,2
mux4_2,576
o21ai_1,9
and4b_4,1
buf_1,46
nor2_1,40
nor3_1,8
o21ai_0,1
edfxtp_1,1024
a31oi_1,1
o22ai_1,118
clkbuf_1,177
o21a_1,64
nor4b_1,4
and2_1,2
inv_1,3
buf_6,11
mux2i_1,394
mux2_4,2
mux2_2,32
nand3_1,4
nor4bb_1,5
o32ai_1,14
or4_1,96
o21ai_2,2
buf_2,58
a22oi_1,192
nand2b_1,2
==> placed cells by master (no fill, tap or decap), types with 3 or more instances in the layout <==
| cell | count |
|---|---|
| inv_1 | 3 |
| clkbuf_1 | 30 |
| o21ai_4 | 12 |
| mux2i_1 | 392 |
| a21oi_1 | 184 |
| clkinvlp_4 | 4 |
| a22oi_1 | 192 |
| nor4bb_1 | 5 |
| bufinv_16 | 13 |
| nor3_1 | 8 |
| buf_8 | 4 |
| clkinv_1 | 19 |
| mux2_2 | 32 |
| nor2_1 | 7 |
| buf_4 | 134 |
| o32ai_4 | 4 |
| o32ai_1 | 10 |
| nand2_1 | 241 |
| clkdlybuf4s50_1 | 168 |
| or4_1 | 96 |
| nor2_4 | 33 |
| inv_16 | 3 |
| nor4b_1 | 4 |
| mux4_2 | 576 |
| and4b_1 | 3 |
| buf_12 | 8 |
| o21a_1 | 64 |
| clkinv_2 | 20 |
| nand3_1 | 4 |
| diode_2 | 4 |
| clkbuf_16 | 112 |
| o22ai_1 | 118 |
| edfxtp_1 | 1024 |
Power and IR drop assume default switching activity.
