**design/flow/config.mk**
```make
export PLATFORM = sky130hd
export DESIGN_NAME = PC
export DESIGN_NICKNAME = PC
export VERILOG_FILES = /design/flow/design.v
export SDC_FILE = /design/flow/constraint.sdc
export NUM_CORES = 4
export LEC_CHECK = 1
export CORE_UTILIZATION = 30
```
**design/flow/constraint.sdc**
```tcl
current_design PC

set clk_period 6.1
set clk_io_pct 0.2

create_clock -name clk0 -period $clk_period [get_ports {clk}]

set non_clock_inputs [all_inputs -no_clocks]
set_input_delay [expr $clk_period * $clk_io_pct] -clock clk0 $non_clock_inputs
set_output_delay [expr $clk_period * $clk_io_pct] -clock clk0 [all_outputs]
```
**design/flow/run.sh**
```bash
#!/bin/bash
# OpenROAD 26Q1-2900-gdf79404cd8, Yosys 0.63+post, stock flow scripts
make -C /OpenROAD-flow-scripts/flow DESIGN_CONFIG=/design/flow/config.mk WORK_HOME=/design/flow/orfs finish
```
**design/flow/design.v**
```verilog
module PC (
    input [31:0] sign_extend_jump,
    input branch,
    input zero,    input [1:0] pc_src,
    input PC_en,
    input IorD,
    input [31:0] alu_result,
    input [31:0] alu_out,
    input [15:0] immediate,
    input clk,
    input rst,
    output reg [31:0] pc_out = 32'b0,
    output reg [31:0] adr
);
    always @(posedge clk) begin
        if (rst) begin
            pc_out <= 32'b00000000;  
        end 
		  else if (PC_en)
		  begin
            case (pc_src)
                2'b00: pc_out <= alu_result;
                2'b01: pc_out <= alu_out;
                2'b10: pc_out <= sign_extend_jump;
            endcase
        end
    end
    always @(*) begin
        case(IorD)
            1'b0: adr <= pc_out;
            1'b1: adr <= alu_out;
        endcase
    end
endmodule
```
==> summary.txt <==
Status of the implementation.

- The die span in y is 93.6 um, for reference.
- The classification of the worst-slack hold path is reg -> reg, for reference.
- In the routed design, unresolved DRC markers number 0.
- The first-pass iteration count of the detailed router is 4, for reference.
- The transition time of the tightest slew-check pin is 0.687 ns, for reference.
- The worst supply voltage drop on vdd is 74.7 uV, for reference.
- In this run the horizontal extent of the chip is 93.6 um.
- Of the post-synthesis cell area, the dominant cell type holds 0.254.
- At the worst endpoint, the required time is 4.88 ns.
- The fraction of power spent switching nets is 0.277, for reference.
- The cell type with the highest aggregate area in the netlist is dfxtp_1, for reference.
- Once detail routing completed, the nets flagged for antenna violations numbered 0.
- The routed design shows a wire length per standard cell of 15.5 um.
- The ratio of routed vias to standard cells is 4.81, for reference.
- Of the synthesized area, sequential elements account for 0.254.
- During placement, the flow inserted port buffers numbering 165.
- The number of warnings issued by yosys is 1, for reference.
- After technology mapping, the gate count stands at 258.
- The register share of total power is 0.353, for reference.
- The first-pass GRT wire length is 12.7 mm, for reference.
- The sum of routed wire length over all layers is 7.99 mm, for reference.
- Yosys stat counts 258 cells in the synthesized netlist.
- The count of max-cap constraint violations is 0, for reference.
- The weighted congestion reported at the end of routability-driven placement is 0.815, for reference.
- The clock network fraction of total power is 0.258, for reference.
- After synthesis, the mean cell area works out to 9.76 sq um.
- The internal power summed over all cells is 0.000484 W, for reference.
- Max-slew check failures listed in the final report amount to 0.
- The number of vias in the routed layout is 2477, for reference.
- The number of distinct library cell variants in the gate-level netlist after synthesis is 18, for reference.
- The routed wirelength on the met1 layer is recorded as 3.64 mm.
- The number of global-route vias before repair is 2498, for reference.
- The region available for standard cell placement spans 8180 sq um.
- The switching power summed over all nets is 0.000185 W, for reference.
- The register with the most flip-flops in the layout has 32 of them.
- On the reported timing paths, the clock transition at the registers reads 0.06 ns.
- pc_out holds more flip-flops than any other register.
- The run finished with clean final reports.
- The post-CTS setup-driven buffer insertion count is 0, for reference.
- Static timing analysis puts the maximum clock frequency at 268 MHz.
- The critical path arrival is 2.52 ns, for reference.
- The setup total negative slack is 0 ns, for reference.
- The post-synthesis to final-layout area growth is 67.0%, for reference.
- The detailed router reports a met2 wire length of 3.73 mm.
- TritonCTS created 5 clock buffers.
- CTS built an H-tree with a depth of 2.
- Checking max transition, the worst relative margin is 0.542.
- The post-CTS hold buffer count recorded in the log is 0.
- The cell area after synthesis is 2520 sq um, for reference.
- The first routing iteration left 59 violations.
- The final design area excluding fillers is 4210 sq um, for reference.
- The skew report gives the latency at the later pin of the worst-skew pair as 0.28 ns.
- Of the available clock period, the critical path in the final layout requires 0.612.
- The final layout report lists a filler cell count of 766.
- Of the total power, combinational logic draws 0.389.
- Entering global routing, the biggest net connects 44 pins.
- The overall die area is 8770 sq um, for reference.
- The total chip power is 0.000669 W, for reference.
- The maximum buffer depth of the clock tree is 2, for reference.
- The final timing report lists a hold violation count of 0.
- The warning total across the stage logs is 45, for reference.
- The chip area line of the yosys report is 2520 sq um, for reference.
- Wire segments on met3 add up to 541 um in the final route.
- The overall overflow remaining after global route is 0, for reference.
- The largest registers in the layout are pc_out x32.
- The clock tree from TritonCTS is done, for reference.
- The leakage power is 1.51 nW, for reference.
- For reference, the top cells by area after synthesis are dfxtp_1 25%, mux2_1 13%, a221o_1 13%, nand3_2 12%, a21oi_2 10%.
- The number of antenna diodes in the final layout is 0.
- Per the synth log, the flip-flop and latch total comes to 32.
- The clock period minus worst slack is 3.74 ns, for reference.
- Summed over all routing layers, the global router reports a total usage of 0.188.
- Of the cells placed in the final design, the portion with a size suffix greater than 1 is 0.190.
- The count of instances resized after the clock tree is built is 0, for reference.
- After floorplanning, the core was divided into 33 placement rows.
- Pin placement for this block handled 184 I/O pins.
- The clock sink count is 32, for reference.
- The type of origin of the critical path is an input port, for reference.
- The type of destination of the critical path is a primary output, for reference.
- Setup repair after global routing left no endpoint under its margin.
- The final timing report lists clock skew as 0 ns.
- The share of the core area taken by cells at floorplan is 0.308.
- In this run the worst path has a maximum fanout of 32.
- CTS placed an instance of clkbuf_8 at the clock tree root.
- The HPWL after detailed placement is 5.42 mm.
- The number of antenna violations at the first check in global routing is 0, for reference.
- The highest layer touched by signal routing is met4.
- The number of setup violations in the final report is 0, for reference.
- The class of the most critical setup path is in -> out, for reference.
- The power density over cell area is 159 nW/um^2, for reference.
- The post-place instance area is 4120 sq um, for reference.
[final cells by class]
class / count / area [sq um] / area share
timing repair buffer: 171 / 1690 / 0.401
multi-input combinational: 197 / 1650 / 0.392
sequential: 32 / 641 / 0.152
tap: 105 / 131 / 0.0312
clock buffer: 8 / 90.1 / 0.0214
inverter: 2 / 7.51 / 0.00179
[per-stage QoR]
stage | std cells | setup WS, ns | hold slack [ns] | utilization
6_report | 515 | 2.36 | 0.471 | 0.514
5_1_grt | 515 | 2.29 | 0.501 | 0.514
4_1_cts | 515 | 2.35 | 0.474 | 0.514
3_5_place_dp | 507 | 2.35 | 0.464 | 0.503
3_3_place_gp | 507 | 2.34 | 0.459 | 0.503
2_1_floorplan | 258 | 3.08 | 0.426 | -
[worst max-delay path, stage by stage]
cell and delay, ns:
buf_2 0.07, buf_4 0.41, mux2_1 0.37, clkdlybuf4s50_1 0.43
[routing by layer]
layer  vias to the layer above  track usage
met4                         0       0.0141
met5                         -            0
met1                      1135        0.265
li1                       1244            -
met2                        93        0.314
met3                         5       0.0364
[power by group through the flow]
| stage | clock network [W] | logic (W) | registers (W) |
|---|---|---|---|
| CTS | 0.000179 | 0.000264 | 0.000236 |
| finish | 0.000173 | 0.000260 | 0.000236 |
| global route | 0.000189 | 0.000285 | 0.000239 |
[Yosys cell counts (all sizes together)]
cell type	instances
a221o	32
or2b	4
nor2b	1
inv	2
nand2	32
dfxtp	32
ha	3
nand3	32
mux2	32
buf	24
clkbuf	3
a21oi	32
nand2b	29
[layout by cell type (no fill, tap or decap)]
cell / n
nand2b_1: 29
buf_4: 6
dfxtp_1: 32
ha_1: 2
clkdlybuf4s50_1: 163
a21oi_1: 2
mux2_1: 30
mux2_2: 2
clkbuf_1: 2
nor2b_4: 1
or2b_1: 4
buf_2: 2
nand2_1: 32
a21oi_2: 30
nand3_2: 30
ha_2: 1
a221o_1: 32
nand3_1: 2
inv_1: 2
clkbuf_8: 6
[path summary, 6_finish.rpt]
kind,start,to,slack [ns],cells past startpoint
min reg2reg,pc_out[22]$_SDFFE_PP0P_,pc_out[22]$_SDFFE_PP0P_,0.47,2
min,pc_out[22]$_SDFFE_PP0P_,pc_out[22]$_SDFFE_PP0P_,0.47,2
max,IorD,adr[21],2.36,4
max reg2reg,pc_out[17]$_SDFFE_PP0P_,pc_out[17]$_SDFFE_PP0P_,5.45,2
[logic make-up (layout without fill, tap and decap cells)]
kind of cell             Yosys count  count (layout)  synth area share
AND-OR/OR-AND                     64              64             0.235
adder cells (fa/ha/maj)            3               3            0.0149
AND/OR/NAND/NOR                   98              98             0.257
buffers and inverters             29             181            0.0949
multiplexers                      32              32             0.143
flip-flops                        32              32             0.254
Power and IR drop assume default switching activity.
